`flow/run.sh`:
```
#!/bin/bash
# OpenROAD 26Q1-2900-gdf79404cd8, Yosys 0.63+post, stock flow scripts
make -C /OpenROAD-flow-scripts/flow DESIGN_CONFIG=/design/flow/config.mk WORK_HOME=/design/flow/orfs finish
```
`flow/config.mk`:
```
export PLATFORM = sky130hd
export DESIGN_NAME = switching_dual_seven_seg_driver
export DESIGN_NICKNAME = switching_dual_seven_seg_driver
export VERILOG_FILES = /design/flow/design.v
export SDC_FILE = /design/flow/constraint.sdc
export NUM_CORES = 4
export LEC_CHECK = 1
export CORE_AREA = 10 10 77 77
export DIE_AREA = 0 0 87 87
```
`flow/constraint.sdc`:
```
current_design switching_dual_seven_seg_driver

set clk_period 8.9
set clk_io_pct 0.2

create_clock -name clk0 -period $clk_period

set non_clock_inputs [all_inputs -no_clocks]
set_input_delay [expr $clk_period * $clk_io_pct] -clock clk0 $non_clock_inputs
set_output_delay [expr $clk_period * $clk_io_pct] -clock clk0 [all_outputs]
```
`flow/design.v`:
```
module mux2 #(
    parameter BUS_WIDTH = 8
)(
    input  logic [BUS_WIDTH-1:0] d0,
    input  logic [BUS_WIDTH-1:0] d1,
    input  logic s,
    output logic [BUS_WIDTH-1:0] y
);
    assign y = s ? d1 : d0;
endmodule
module parser #(
    parameter BUS_WIDTH = 8
)(
    input logic [BUS_WIDTH-1:0] value,
    output logic [3:0] ones,
    output logic [3:0] tens
);
    always_comb begin
        tens = value / 10;
        ones = value % 10;
    end
endmodule
module sevenseg(input logic [3:0] data,
                output logic [6:0] segments);
    always_comb
        case(data)
            4'h0: segments = 7'b1000000;
            4'h1: segments = 7'b1111001;
            4'h2: segments = 7'b0100100;
            4'h3: segments = 7'b0110000;
            4'h4: segments = 7'b0011001;
            4'h5: segments = 7'b0010010;
            4'h6: segments = 7'b0000010;
            4'h7: segments = 7'b1111000;
            4'h8: segments = 7'b0000000;
            4'h9: segments = 7'b0010000;
            4'hA: segments = 7'b0001000;
            4'hB: segments = 7'b0000110;
            4'hC: segments = 7'b0100111;
            4'hD: segments = 7'b0100001;
            4'hE: segments = 7'b0000110;
            4'hF: segments = 7'b0001110;
            default: segments = 7'b1111111;  
        endcase
endmodule
module switching_dual_seven_seg_driver #(
    parameter BUS_WIDTH = 8
)(
    input  logic [BUS_WIDTH-1:0] value0,
    input  logic [BUS_WIDTH-1:0] value1,
    input  logic s,
    output logic [6:0] ones_segments,
    output logic [6:0] tens_segments
);
    logic [BUS_WIDTH-1:0] mux_out;
    logic [3:0] ones, tens;
    mux2 #(
        .BUS_WIDTH(BUS_WIDTH)
    ) mux_inst (
        .d0(value0),
        .d1(value1),
        .s(s),
        .y(mux_out)
    );
    parser #(
        .BUS_WIDTH(BUS_WIDTH)
    ) parser_inst (
        .value(mux_out),
        .ones(ones),
        .tens(tens)
    );
    sevenseg ones_display (
        .data(ones),
        .segments(ones_segments)
    );
    sevenseg tens_display (
        .data(tens),
        .segments(tens_segments)
    );
endmodule
```
==> flow_summary.yaml <==
# physical design summary
global_route:
  grt_max_degree: 17
  grt_pass1_vias: 1816
  grt_use_total_pct: 13.66
  overflow: 0
  antenna_found_initial: 0
  grt_pass1_wl_um: 8894
logic_synthesis:
  ys_area_sq_um: 1779
  yosysWarnings: 2
  yosys.area.top_type: "ha_1"
  synth_seq_share_pct: 0
  ys_sh_mux_pct: 12.80
  synth_xor_xnor_area_share_pct: 2.391
  logic_family: "AND-OR/OR-AND gates"
  netlist_area_sq_um: 1779
  yosysUniqueCellTypes: 68
  topCellsByArea: "ha_1, o211ai_1, nand2_1, a21oi_1, mux2i_1"
  yosysMostFrequentCell: "nand2_1"
  postSynthAreaPerCell_sq_um: 7.203
  yosys-top-cells-count: "nand2_1, a21oi_1, nor2_1"
  syn_inst: 247
  simple_gate_share_pct: 30.03
  adder_share_pct: 11.11
  top_area_share_pct: 10.55
  synthAoiAreaFrac_pct: 36.08
  synth-cells-yosys: 247
die:
  die_y_um: 87
  die_w_um: 87
  chipArea_sq_um: 7569
  ios: 31
  core_area_sq_um: 4354
  fp_util_pct: 40.86
  std_cell_rows: 24
critical_path:
  crit_required_ps: 7120
  crit_type: "in -> out"
  critPathMaxStageDelay_ps: 520
  cp-end-kind: "output port"
  path_cells: "clkdlybuf4s50_1, mux2_4, inv_1, ha_1, nand2b_1, ha_1, nand3b_1, o2bb2ai_2, o21a_1, mux2_4, or3_4, a2111oi_4, a32oi_2, a41o_4, inv_2, nand2_1, nand2_2, inv_1, ha_1, o311a_1, o211ai_1, clkdlybuf4s50_1"
  worstPathMaxFanout: 4
  cp_slowest_cell: "clkdlybuf4s50_1"
  arrival_ps: 6820
  cp-start-kind: "input port"
  cp_common_cell: "ha_1"
cells_and_area:
  drive_gt1_share_pct: 20.89
  nFillCells: 425
  seq_area_sq_um: 0
  clockBufferCount: 0
  area_delta_synth_final_pct: 30.45
  final_area_sq_um: 2321
  flops: 0
outcome:
  status: "completed"
placed_design:
  hpwl_um: 4252
  place_area_sq_um: 2271
  port_buffers: 31
  routabilityCongestion: 0.9272
timing:
  slew_viol_final: 0
  finalCritPeriodShare_pct: 96.59
  fmax_mhz: 116.3
  finalHoldViolations: 0
  fin_setup_tns_ps: 0
  setup_viol: 0
  worst_pin_slew_ps: 647.7
  max_slew_margin_pct: 55.59
  min_period_ps: 8597
  rsz0062_at_grt: "no"
pwr:
  ir_drop_uv: 76.18
  power.density_nw_per_um2: 139.5
  p_leak_nw: 0.9378
detailed_routing:
  wirelength_um: 5236
  dr_total_vias: 2017
  ant_nets: 0
  vias_per_cell: 5.863
  drtIter0Drc: 107
  wl_per_cell_um: 15.22
  drc: 0
  num_antenna_cells: 0
  firstDrtPassIters: 4
job:
  warning_count: 43
  maxCapViolCount: 0
worst_hold_path:
  holdPathStages: 6
  worst_hold_path_type: "in -> out"
clock_tree:
  hold_buffers: 0
-- layout make-up --
cell class                 instances  area [sq um]  area share, %
inverter                          13         48.80          2.102
multi-input combinational        220          1682          72.45
tap                               52         65.06          2.803
timing repair buffer              59         525.5          22.64
-- cells in the final DEF, fill, tap and decap left out, types with 4 or more instances in the layout --
cell / synthesis / final
clkdlybuf4s50_1: 0 / 29
buf_4: 1 / 28
nand2_1: 25 / 24
a21oi_1: 18 / 18
nor2_1: 16 / 16
ha_1: 15 / 15
o211ai_1: 14 / 14
nand3_1: 14 / 14
inv_1: 11 / 11
nor3_1: 10 / 10
o21ai_0: 10 / 10
mux2i_1: 9 / 9
nand2b_1: 4 / 4
nand4_1: 4 / 4
and3_1: 4 / 4
nor4_1: 4 / 4
-- worst max-delay path, delay by kind of cell --
kind | cells | cell delay (ps)
AOI/OAI and AO/OA | 7 | 1670
adders and majority gates | 3 | 750
buffers and inverters | 5 | 1200
muxes | 2 | 510
and+or+nand+nor | 5 | 880
-- power by group --
group | switching (mW) | total, mW | internal, mW
Clock | 0 | 0 | 0
Sequential | 0 | 0 | 0
Combinational | 0.156 | 0.324 | 0.167
Total | 0.156 | 0.324 | 0.167
-- through the flow --
| step | hold slack, ps | total power, mW | worst slack (ps) | instances | utilization [%] |
|---|---|---|---|---|---|
| 4_1_cts | 4910 | 0.3201 | 92.09 | 343 | 52.16 |
| 3_3_place_gp | 4893 | 0.3216 | 148.5 | 343 | 52.16 |
| 5_1_grt | 5040 | 0.3607 | 4.677 | 344 | 53.30 |
| 6_report | 4909 | 0.3238 | 303.4 | 344 | 53.30 |
| 2_1_floorplan | 3950 | 0.1986 | 494.9 | 247 | - |
| 3_5_place_dp | 4905 | 0.3184 | 117.8 | 343 | 52.16 |
-- logic make-up (layout without fill, tap and decap cells) --
logic type	Yosys count	count (layout)
AOI/OAI and AO/OA	82	82
xor gates and xnor gates	4	4
adders and majority gates	16	16
buffers and inverters	27	72
muxes	18	18
and+or+nand+nor	100	100
-- path summary, 6_finish.rpt --
path	startpoint	end	slack, ps
worst max-delay path	value0[6]	ones_segments[2]	300
worst min-delay path	value0[1]	ones_segments[6]	4910
-- timing repair --
item | 4_1_cts | 5_1_grt
endpoints found under the setup margin | 0 | 6
setup buffers | 0 | 1
resized | 0 | 8
-- per-layer routing --
layer	routed length (um)	part of all wire [%]	GRT usage, %	vias up
li1	-	-	-	1044
met1	2677	51	20.46	918
met2	2276	43	21.72	55
met3	282	5.4	1.415	0
met4	0	0	0	0
met5	0	0	0	-
Power and IR drop assume default switching activity.
