[design/flow/design.v]
module variable_comparator #(parameter N=8)
	(input logic [N-1:0] a, b, output logic eq, neq, lt, lte, gt, gte);
	assign eq = (a == b);
	assign neq = (a != b);
	assign lt = (a < b);
	assign lte = (a <= b);
	assign gt = (a > b);
	assign gte = (a >= b);
endmodule
[design/flow/run.sh]
#!/bin/bash
# OpenROAD 26Q1-2900-gdf79404cd8, Yosys 0.63+post, stock flow scripts
make -C /OpenROAD-flow-scripts/flow DESIGN_CONFIG=/design/flow/config.mk WORK_HOME=/design/flow/orfs finish
[design/flow/constraint.sdc]
current_design variable_comparator

set clk_period 2.5
set clk_io_pct 0.2

create_clock -name clk0 -period $clk_period

set non_clock_inputs [all_inputs -no_clocks]
set_input_delay [expr $clk_period * $clk_io_pct] -clock clk0 $non_clock_inputs
set_output_delay [expr $clk_period * $clk_io_pct] -clock clk0 [all_outputs]
[design/flow/config.mk]
export PLATFORM = sky130hd
export DESIGN_NAME = variable_comparator
export DESIGN_NICKNAME = variable_comparator
export VERILOG_FILES = /design/flow/design.v
export SDC_FILE = /design/flow/constraint.sdc
export NUM_CORES = 4
export LEC_CHECK = 1
export CORE_AREA = 10 10 70 70
export DIE_AREA = 0 0 80 80
==> deck_impl_summary.md <==
Flow Results at a Glance

Critical path
  • CP endpoint kind: primary output
  • Required @ worst endpoint: 2.00 ns
  • CP top delay family: buffers and inverters
  • Setup CP Type: in -> out
  • WP buf/inv: 3
  • Max Fanout on Critical Path: 2
  • Element type at the critical path start: input port
  • Crit path cell chain: clkdlybuf4s50_1 > ha_2 > nor2b_4 > o211ai_4 > buf_4 > a31oi_1 > or2_1 > buf_2
  • Critical path arrival: 1.94 ns
  • Slowest-stage cell, CP: clkdlybuf4s50_1
  • Max incr delay on CP: 0.46 ns

Global route
  • GRT overflow: 0
  • Routing usage on met3: 0.006818
  • Met2 GRT Util: 0.06100
  • First-pass GRT wire length: 1711 µm
  • Largest net degree at the start of global routing: 5
  • Met1 usage: 0.03889
  • GR Util All Layers: 0.03256
  • Initial antenna violation count: 0
  • Vias in the first global route: 354
  • Global route hottest layer: met2

STA
  • RSZ-0062 raised after global routing: false
  • Worst-Margin Slew: 0.3034 ns
  • Final slew viol count: 0
  • Hold Vio Cnt, Final: 0
  • Max Freq: roughly 410 MHz
  • Relative slew slack: 0.7964
  • Post-route clock period utilization: 0.9780
  • Setup ws final: 0.05505 ns
  • Final setup viols: 0
  • Final setup TNS: 0 ns
  • Fin crit period: 2.445 ns

Synthesis
  • Synth logic family: adder cells
  • Basic Gates by Area: 0.1969
  • Mapped Cells: 33
  • Yosys Instances: 33
  • YS warnings: 0
  • Area share of fa/ha/maj cells after synthesis: 0.4145
  • Syn avg cell area: approximately 7.3 µm²
  • Post-Syn Area: 241.5 µm²
  • Mux share: 0
  • Yosys chip area: 241.5 µm²
  • Count of cell types in the netlist: 15
  • Xor+xnor area frac: 0
  • Post-synthesis sequential area ratio: 0
  • Compound Share, Synth: 0.2487

Floorplan
  • Die height: 80 µm
  • Io pins: 22
  • Die Wd: roughly 80 µm
  • Initial Util: 0.07070
  • DIE AREA: ~6400 µm²
  • Floorplan row count: 21
  • Core area: 3416 µm²

Routing
  • Detail Route Antenna Nets: 0
  • ANT cells: 0
  • Drt first-iter violations: 10
  • DRC Markers: 0
  • Avg WL per Cell: 9.891 µm
  • Post-Route WL: 1088 µm
  • DR vias/cell: 3.091
  • Routed vias: between 300 and 400
  • TritonRoute pass-1 iters: 2

Flow run
  • Number of max-cap violations: 0
  • Tool warnings: 33

Outcome
  • Status: finished clean

Finish
  • Share of cells above drive strength 1: 0.5313
  • Flop count: 0
  • P&R area growth vs syn: 196.4%
  • Final instance area: 715.7 µm²
  • Final core occ: 0.2095
  • Clkbuf count: 0
  • Register area: 0 µm²

Power and ir drop
  • Net Sw Power: 0.00004462 W
  • Switching Share: 0.3947
  • Peak supply drop: 0.00007700 V
  • Sequential power share: 0
  • Leak pwr: 0.3420 nW
  • Gate power share: 1.000
  • Pwr/cell area: 158.0 nW/µm²
  • Clock network power share: 0
  • Int Pwr: 0.00006843 W
  • Pwr Total: 0.0001131 W

Place
  • Cell Area, Placed: 519.2 µm²
  • DP Wirelength: between 800 and 900 µm
  • Port Buf Inserts: 22
  • GP Congestion: 0.6288
  • Dpl ws: -0.3461 ns

Worst hold path
  • Min-Delay Path Class: in -> out
==> worst min-delay path, cell delays in order <==
cell,delay [ns]
dlymetal6s2s_1,0.12
ha_4,0.14
a21oi_2,0.04
a31oi_1,0.15
or2_1,0.10
buf_2,0.09
==> through the flow <==
stage                     instances  hold slack [ns]
final                           110            1.648
after global routing            110            1.707
after CTS                       109            1.807
after detailed placement        101            2.283
after global placement          101            2.279
after floorplan                  33            1.312
==> cells by family (layout without fill, tap and decap cells) <==
group | after synthesis | in the layout
AOI/OAI and AO/OA | 9 | 9
adders and majority gates | 8 | 8
buffers and inverters | 9 | 40
and+or+nand+nor | 7 | 7
==> final cells by class <==
type	count	area, µm²
Tap cell	46	57.56
Multi-Input combinational cell	24	334.1
Timing Repair Buffer	31	290.3
Fill cell	383	2700
Inverter	9	33.78
==> synth_stat cells <==
cell type | n | area, µm²
o21ai_1 | 2 | 10.01
nand2_1 | 1 | 3.750
nand4_1 | 1 | 6.260
or2_4 | 1 | 8.760
or2_1 | 1 | 6.260
nand4_2 | 1 | 12.51
inv_1 | 9 | 33.78
nor2_1 | 1 | 3.750
o211ai_2 | 1 | 12.51
a21oi_1 | 3 | 15.01
nor2b_1 | 1 | 6.260
a31oi_1 | 1 | 6.260
ha_1 | 8 | 100.1
o21a_1 | 1 | 7.510
a21oi_2 | 1 | 8.760
==> metal layers <==
metal / vias up / wire (µm)
met1: 153 / 472
met5: - / 0
met3: 0 / 67
met4: 0 / 0
li1: 176 / -
met2: 11 / 547
==> final timing paths <==
path  start  endpoint  slack, ns  cells past startpoint
min    a[3]       gte       1.65                      6
max    b[0]       gte       0.06                      8
==> power groups by stage <==
| stage | Sequential [W] | Combinational (W) | Clock, W |
|---|---|---|---|
| 4_1_cts | 0 | 0.000103 | 0 |
| 5_1_grt | 0 | 0.000126 | 0 |
| 6_report | 0 | 0.000113 | 0 |
==> cell usage in the layout (no fill, tap or decap), types with 2 or more instances in the layout <==
| cell type | count |
|---|---|
| dlygate4sd2_1 | 5 |
| dlymetal6s2s_1 | 7 |
| inv_2 | 7 |
| ha_4 | 7 |
| buf_4 | 6 |
| o21ai_1 | 2 |
| a21oi_1 | 2 |
| buf_2 | 3 |
| inv_1 | 2 |
| buf_6 | 3 |
| clkdlybuf4s50_1 | 5 |
==> timing repair <==
| action | CTS | global route |
|---|---|---|
| cloned | 0 | 0 |
| endpoints found under the setup margin | 6 | 6 |
| pin swaps | 11 | 8 |
| resized | 34 | 17 |
| hold buffers | 0 | 0 |
| setup buffers | 8 | 1 |
Power figures rest on the tool's default switching activity, not on a simulated workload.
