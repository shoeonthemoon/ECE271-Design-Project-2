==> design/flow/design.v <==
module counter #(parameter N = 8)
	(input logic clk,
	input logic reset,
	output logic [N-1:0] q);
	always_ff@(posedge clk, posedge reset)
	if (reset) q <= 0;
	else q <= q + 1;
endmodule
==> design/flow/run.sh <==
#!/bin/bash
# OpenROAD 26Q1-2900-gdf79404cd8, Yosys 0.63+post, stock flow scripts
make -C /OpenROAD-flow-scripts/flow DESIGN_CONFIG=/design/flow/config.mk WORK_HOME=/design/flow/orfs finish
==> design/flow/config.mk <==
export PLATFORM = sky130hd
export DESIGN_NAME = counter
export DESIGN_NICKNAME = counter
export VERILOG_FILES = /design/flow/design.v
export SDC_FILE = /design/flow/constraint.sdc
export NUM_CORES = 4
export LEC_CHECK = 1
export CORE_AREA = 10 10 70 70
export DIE_AREA = 0 0 80 80
==> design/flow/constraint.sdc <==
current_design counter

set clk_period 2.1
set clk_io_pct 0.2

create_clock -name clk0 -period $clk_period [get_ports {clk}]

set non_clock_inputs [all_inputs -no_clocks]
set_input_delay [expr $clk_period * $clk_io_pct] -clock clk0 $non_clock_inputs
set_output_delay [expr $clk_period * $clk_io_pct] -clock clk0 [all_outputs]
==> run notes <==
Results of the flow run.

The synthesized netlist contains 11 unique library cells. In this run the tool buffered the top-level ports with 9 buffer cells. According to the floorplan report, the die width is 80 um. The initial antenna violation count stands at 0. The global routing met1 resource utilization stands at 3.12%. After global routing, the most crowded layer is met2.

Per STA, the worst path is made up of clkdlybuf4s50_1. The total routed wirelength stands at 726 um. The last timing report of the flow puts the setup violation total at 0. The switching share of power stands at 19.0%.

The kind of cell with the highest combined delay along the critical path is buffers and inverters. Measured along the y axis, the die boundary spans 80 um. In the final timing run, aggregate negative setup slack is 0 ns. The all-layer global routing usage stands at 2.45%. The worst setup path is launched from a flip-flop. The met3 routing resource usage after global routing stands at 1.14%.

In this run the cell area of the synthesized design comes to 320 sq um. The register with the most flip-flops in the final layout is q. The transition time at the pin with the least slew margin stands at 0.305 ns.

The power density normalized to cell area stands at 557 nW/um^2. Across all stage logs, warnings added up to 25. 10 I/O pins were placed. The wire length per cell after detailed routing stands at 8.75 um. The final weighted congestion of routability-driven global placement stands at 0.662.

The final HPWL from detailed placement stands at 597 um. The delay of the slowest cell on the worst path stands at 0.50 ns. The number of CTS-inserted buffers stands at 3. The clock passes through at most 2 buffers. The DRC violations left stands at 0. STA reports the tightest min-delay check as being of type in -> async.

The flow reports that sequential cells draw 56.5% of the design power. The number of H-tree branching levels stands at 1. The routed layout has 212 vias.

The analysis attributes to cell leakage a power of 0.202 nW. The relative slew slack stands at 79.7%. The number of placement rows stands at 21. At the later pin of the worst-skew pair, clock insertion delay measures 0.25 ns.

Per the STA report, the cell with the highest stage delay on the worst path is sky130_fd_sc_hd__clkdlybuf4s50_1. The register-to-register setup slack stands at 1.07 ns. The relative contribution of combinational cells to total power stands at 1.8%. The final hold violation count stands at 0. The area growth from synthesis to layout stands at 53.1%.

The total internal power stands at 0.221 mW. Setup repair after global routing left no endpoint under its margin. The worst path arrival time stands at 1.19 ns. The maximum fanout along the worst path stands at 5. In the CTS report, the clock slew at the register clock pins of the worst setup and hold paths is listed as 0.05 ns. The chip area in the Yosys report stands at 320 sq um.

The final clock skew stands at 0.00358 ns. The routed design shows a via density per instance of 2.55. The period utilization stands at 76.7%. Cells with a size suffix above 1 make up 13.5% of the layout.

STA classifies the critical path endpoint as a primary output. Antenna repair during routing inserted a diode count of 0. On met2, the global router reports a usage of 3.69%. TritonCTS built the clock tree. For the finished layout, the period the worst path requires is 1.61 ns.

The area of the core region stands at 3420 sq um. The number of violations of the max-capacitance limit stands at 0. The register bit total from synthesis stands at 8. For this run the aggregate overflow at the end of global routing stands at 0. The maximum clock rate stands at 621 MHz. The run finished with clean final reports. For this design the total switching power over the nets is 0.0520 mW. Per the layout report, the design carries 398 filler cells. The first global-routing pass estimated 1.20 mm of wire. Warnings reported by Yosys during synthesis add up to 1.

Per report_power, the clock group accounts for 41.7% of the total. Per the repair_timing log after CTS, setup buffers inserted total 0. Sequential elements use 62.5% of the synthesized area. Per the post-synthesis report, the number of cells in the design is 25. By startpoint and endpoint, the worst setup path is classified as reg -> out. The via count of the first global-routing pass was 233. Entering global routing, the biggest net connects 9 pins. The first TritonRoute pass finished after 2 iterations.

Hold is met by 0.419 ns. The post-cts resize count stands at 0. The tree is rooted in a sky130_fd_sc_hd__clkbuf_4. The required time of the worst setup path stands at 1.68 ns.

The count of instantiated cells in the yosys netlist stands at 25. The worst path buffer plus inverter count stands at 1. In this run, post-CTS hold repair placed 0 buffers. The number of DRC markers after the initial detailed-route iteration stands at 2. The effective utilization at floorplan stands at 9.38%. The worst VDD IR drop from the latest analysis is 200 uV. The clock drives 8 sinks. The count of pins over their slew limit stands at 0. A synthesized cell averages 12.8 sq um.

The detail route stage leaves a number of antenna-violating nets equal to 0. The register with the most flip-flops in the layout has 8 of them. The full die area stands at 6400 sq um. The largest registers in the layout are q x8.
-- per-stage QoR --
step	std cells	setup slack [ns]	utilization [%]	power, mW	area (sq um)
after floorplan	25	1.19	-	0.159	320
after global placement	80	0.737	13.7	0.162	468
after detailed placement	80	0.738	13.7	0.162	468
after CTS	83	0.462	14.4	0.280	490
after global routing	83	0.444	14.4	0.287	490
final	83	0.490	14.4	0.273	490
-- power groups by stage --
stage,Clock (mW),Combinational [mW],Sequential (mW)
final,0.114,0.00483,0.154
after CTS,0.121,0.00531,0.154
after global routing,0.127,0.00575,0.154
-- placed cells by master (no fill, tap or decap) --
master                            synthesis  routed
sky130_fd_sc_hd__clkdlybuf4s50_1          0       9
sky130_fd_sc_hd__xor2_1                   3       3
sky130_fd_sc_hd__inv_1                    2       2
sky130_fd_sc_hd__nand2_1                  2       2
sky130_fd_sc_hd__xnor2_1                  3       3
sky130_fd_sc_hd__ha_1                     1       1
sky130_fd_sc_hd__nand3_2                  1       1
sky130_fd_sc_hd__dfrtp_1                  8       8
sky130_fd_sc_hd__nand3_1                  2       2
sky130_fd_sc_hd__nor2_1                   1       1
sky130_fd_sc_hd__clkbuf_4                 0       3
sky130_fd_sc_hd__and3_1                   1       1
sky130_fd_sc_hd__nor3_2                   1       1
-- cell type report --
class	count	area, sq um	share of cell area (%)
flip-flops and latches	8	200	40.8
multi-input cells	15	113	23.0
repair buffers	9	90.1	18.4
well taps	46	57.6	11.7
clock buffers	3	22.5	4.59
inverters	2	7.51	1.53
-- metal layers --
metal	vias up	routed length (um)
met5	-	0
met4	0	0
met3	0	39
met2	7	318
met1	101	367
li1	104	-
-- Yosys cell counts --
cell type                 number  area share [%]
sky130_fd_sc_hd__dfrtp_1       8              62
sky130_fd_sc_hd__inv_1         2             2.3
sky130_fd_sc_hd__and3_1        1             2.0
sky130_fd_sc_hd__nor3_2        1             3.1
sky130_fd_sc_hd__nand3_1       2             3.1
sky130_fd_sc_hd__xnor2_1       3             8.2
sky130_fd_sc_hd__nand2_1       2             2.3
sky130_fd_sc_hd__xor2_1        3             8.2
sky130_fd_sc_hd__nand3_2       1             3.1
sky130_fd_sc_hd__ha_1          1             3.9
sky130_fd_sc_hd__nor2_1        1             1.2
-- final timing paths --
path                       endpoint  cells after the start   from
setup reg to reg               q[7]                      3   q[2]
setup / recovery               q[2]                      1   q[2]
min in group clk0              q[7]                      1   q[7]
max in group asynchronous      q[0]                      2  reset
hold / removal                 q[7]                      2  reset
hold reg to reg                q[7]                      1   q[7]
-- cells by family after synthesis --
logic type / Yosys count / share of synthesized area [%]
and+or+nand+nor: 8 / 14.8
xor gates and xnor gates: 6 / 16.4
DFF: 8 / 62.5
buffers and inverters: 2 / 2.34
adders and majority gates: 1 / 3.91
Power and IR drop assume default switching activity.
